==> /design/flow/design.v <==
`timescale 1ns / 1ps
module multiply_4b(
    input [3:0] A,
    input [3:0] B,
    output reg [3:0] P,
    output reg OF
    );
    wire [7:0] a0, a1, a2, a3;
    wire [7:0] P8b;
    assign a0 = {4'b0000, A[3] & B[0], A[2] & B[0], A[1] & B[0], A[0] & B[0]};
    assign a1 = {3'b000, A[3] & B[1], A[2] & B[1], A[1] & B[1], A[0] & B[1],1'b0};
    assign a2 = {2'b00, A[3] & B[2], A[2] & B[2], A[1] & B[2], A[0] & B[2],2'b00};
    assign a3 = {1'b0, A[3] & B[3], A[2] & B[3], A[1] & B[3], A[0]& B[3],3'b000};
    assign P8b = a0 + a1 + a2 + a3;
    always@(*) 
    begin
        if(P8b > 8'b00001111)
        begin
            P <= P8b[3:0];
            OF <= 1'b1;
        end
        else 
        begin
            P <= P8b[3:0];
            OF <= 1'b0;
        end
    end
endmodule
==> /design/flow/run.sh <==
#!/bin/bash
# OpenROAD 26Q1-2900-gdf79404cd8, Yosys 0.63+post, stock flow scripts
make -C /OpenROAD-flow-scripts/flow DESIGN_CONFIG=/design/flow/config.mk WORK_HOME=/design/flow/orfs finish
==> /design/flow/config.mk <==
export PLATFORM = sky130hd
export DESIGN_NAME = multiply_4b
export DESIGN_NICKNAME = multiply_4b
export VERILOG_FILES = /design/flow/design.v
export SDC_FILE = /design/flow/constraint.sdc
export NUM_CORES = 4
export LEC_CHECK = 1
export CORE_AREA = 10 10 70 70
export DIE_AREA = 0 0 80 80
==> /design/flow/constraint.sdc <==
current_design multiply_4b

set clk_period 2.3
set clk_io_pct 0.2

create_clock -name clk0 -period $clk_period

set non_clock_inputs [all_inputs -no_clocks]
set_input_delay [expr $clk_period * $clk_io_pct] -clock clk0 $non_clock_inputs
set_output_delay [expr $clk_period * $clk_io_pct] -clock clk0 [all_outputs]
==> flow_metrics.env <==
# yosys + openroad results
export IMPL_yosys_warnings=1
export IMPL_highest_layer="met3"
export IMPL_core_area_mm2=0.00342
export IMPL_ys_types=13
export IMPL_top_cells_by_area="ha_1 (31%), fa_1 (25%), and2_1 (14%), nand2_1 (6.6%), inv_1 (5.7%)"
export IMPL_grt_setup_unrepaired="yes"
export IMPL_nClkBuffers=0
export IMPL_critPathTopFamily="adder cells"
export IMPL_dp_final_hpwl_um=840
export IMPL_slowest_delay_ns=0.48
export IMPL_finalMaxSlewViolations=0
export IMPL_fp_row_count=21
export IMPL_port_buffers=13
export IMPL_drcViolationCount=0
export IMPL_cp_arrival_ns=2.78
export IMPL_area_delta_synth_final_pct=88.1
export IMPL_cpMostUsedCell="buf_4"
export IMPL_stdcell_count=116
export IMPL_hold_violations=0
export IMPL_grt_max_degree=5
export IMPL_grt_pass1_wl_um=1730
export IMPL_die_area_mm2=0.00640
export IMPL_fill_cells=370
export IMPL_drtAntennaViolNets=0
export IMPL_power_density_mw_per_mm2=221
export IMPL_antenna_found_initial=0
export IMPL_yosysTopAreaCellShare=0.314
export IMPL_tightestPinTransition_ns=0.188
export IMPL_cp_cell_sequence="buf_8 -> buf_4 -> buf_4 -> and2_4 -> fa_1 -> ha_4 -> inv_2 -> fa_2 -> nand2b_4 -> a21oi_2 -> xnor2_1 -> nand4_1 -> buf_2"
export IMPL_ys_area_um2=398
export IMPL_whs_ns=1.57
export IMPL_drtPass1Iterations=2
export IMPL_fmax_mhz=308
export IMPL_worstSetupEndpointType="primary output"
export IMPL_vias_per_cell=3.30
export IMPL_die_size_y_um=80
export IMPL_syn_area_per_cell_um2=8.47
export IMPL_diodes=0
export IMPL_setup_viol=2
export IMPL_cap_viol_max_count=0
export IMPL_critical_path_buf_inv_count=5
export IMPL_syn_area_um2=398
export IMPL_synth_simple_area_share=0.258
export IMPL_fin_crit_ns=3.24
export IMPL_die_w_um=80
export IMPL_startpoint_type="input pin"
export IMPL_grt_util_all_layers=0.0311
export IMPL_seqCellArea_um2=0
export IMPL_ys_sh_xor=0.0660
export IMPL_warnings=35
export IMPL_min_path_type="input pin to primary output"
export IMPL_ys_cells=47
export IMPL_dp_cells=112
export IMPL_place_congestion=0.747
export IMPL_post_route_cells_drive_above_1_share=0.529
export IMPL_wl_met1_um=465
export IMPL_compound_area_frac=0.0535
export IMPL_hp_start="B[0]"
export IMPL_fp_util=0.116
export IMPL_required_ns=1.84
export IMPL_wl_met3_um=21
export IMPL_crit_type="input pin to primary output"
export IMPL_vias=383
export IMPL_hold_buffers=0
export IMPL_wl_met2_um=516
export IMPL_ys_sh_adder=0.566
export IMPL_startpoint="B[2]"
export IMPL_period_used=1.41
export IMPL_yosys_stat_seqShare=0
export IMPL_total_leakage_power_nw=0.366
export IMPL_vdd_drop_max_mv=0.0384
export IMPL_maxSlewHeadroom=0.875
export IMPL_violations="setup timing"
export IMPL_synth_area_mux_share=0
export IMPL_ys_top_logic_family="adder cells"
export IMPL_routed_wirelength_um=1000
export IMPL_crit_fanout=2
export IMPL_grt_overflow_total=0
export IMPL_ios=13
export IMPL_first_iter_violations=6
export IMPL_synthCells=47
export IMPL_slowest_stage="fa_1"
export IMPL_final_util=0.219
export IMPL_outcome="complete, but fails checks"
export IMPL_wl_per_cell_um=8.64
export IMPL_fin_ws_ns=-0.944
export IMPL_synth_area_leader_cell="ha_1"
export IMPL_grt_pass1_vias=380
export IMPL_n_sequential_cell=0
==> through the flow <==
stage	setup slack [ns]	setup TNS [ns]	total power, mW	cell area, um2
CTS	-1.00	-1.14	0.154	708
detailed placement	-1.80	-3.37	0.145	644
global route	-1.08	-1.24	0.192	748
floorplan	-0.679	-0.679	0.0695	412
finish	-0.944	-1.05	0.165	748
global placement	-1.77	-3.36	0.146	644
==> cells by family (layout without fill, tap and decap cells) <==
family                   Yosys count  after routing
AND/OR/NAND/NOR                   20             20
XOR/XNOR                           3              3
AND-OR/OR-AND                      3              3
adder cells (fa/ha/maj)           15             15
buffers and inverters              6             29
==> placed cells by master, fill, tap and decap left out <==
master	instances
clkdlybuf4s50_1	2
nor2_1	2
ha_1	8
nand4_1	1
nand2b_4	1
nand2_4	3
buf_4	8
buf_8	2
a21oi_2	2
fa_1	3
nand2_2	4
inv_2	3
xnor2_1	1
inv_1	3
buf_2	2
fa_2	2
ha_4	2
buf_6	7
and2_1	8
xor2_1	2
dlygate4sd2_1	2
and2_4	1
a21o_1	1
==> path summary, 6_finish.rpt <==
path	endpoint	slack, ns	cells past startpoint
hold / removal	P[0]	1.57	3
setup / recovery	OF	-0.94	13
==> metal layers <==
metal / GRT usage / vias to the layer above
li1: - / 197
met1: 0.0428 / 184
met2: 0.0546 / 2
met3: 0.00227 / 0
met4: 0 / 0
met5: 0 / -
==> synth_stat cells <==
master    number
a21o_1         1
a21oi_1        1
a21oi_2        1
and2_1         9
fa_1           5
ha_1          10
inv_1          6
nand2_1        7
nand2b_1       1
nand4_1        1
nor2_1         2
xnor2_1        1
xor2_1         2
==> where the power goes <==
group / leakage, nW / total [mW] / switching (mW) / internal [mW]
Sequential: 0 / 0 / 0 / 0
Combinational: 0.366 / 0.165 / 0.0695 / 0.0959
Clock: 0 / 0 / 0 / 0
==> layout make-up <==
| type | instances | area, um2 | share of cell area |
|---|---|---|---|
| Multi-Input combinational cell | 41 | 452 | 0.604 |
| Tap cell | 46 | 57.6 | 0.0769 |
| Timing Repair Buffer | 23 | 216 | 0.289 |
| Inverter | 6 | 22.5 | 0.0301 |
==> what timing repair did <==
action	in CTS	in global routing
setup endpoints to repair	4	2
buffers inserted	2	2
pin swaps	13	9
resized	58	10
cloned	0	0
No activity file was given, so power comes from the tool's default toggle rates.
